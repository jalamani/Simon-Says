[/design/flow/design.v]
module ioTest (input  M_CLOCK,
					input  [3:0] IO_PB,        
					output reg [3:0] F_LED,        
				   output reg [7:0] IO_LED,   
					output reg [3:0] IO_SSEGD,     
					output reg [7:0] IO_SSEG,      
					output IO_SSEG_COL        
					);
	assign IO_SSEG_COL = 1;  
	reg idle = 1;  
	reg shift = 0; 
	reg shift3 = 0;
	reg started = 0; 
	reg clock = 0; 
	reg clock2 = 0; 
	reg clock3 = 0; 
	reg clock4 = 0; 
	reg clock5 = 0;
	reg [14:0] counter = 0;
	reg [16:0] counter2 = 0;
	reg [20:0] counter3 = 0;
	reg [23:0] counter4 = 0;
	reg [4:0] letterLeft = 0;
	reg [4:0] letterLMid = 0;
	reg [4:0] letterRMid = 0;
	reg [4:0] letterRight = 0;
	reg [4:0] letterOff1 = 0;
	reg [4:0] letterOff2 = 0;
	reg [4:0] letterOff3 = 0;
	reg [4:0] letterOff4 = 0;
	reg [4:0] letterOff5 = 0;
	reg [4:0] letterOff6 = 0;
	reg [14:0] twentymS = 0;
	reg [3:0] temp = 0;
	reg [1:0] oncounter;
	reg oncounter3 = 0;
	reg oncounter2 = 0;
	reg [1:0] rand_FLED = 0;
	reg [4:0] difficulty = 0;  
	reg [2:0] numberBlinks = 0;  
	reg sequenceFinished = 0;  
	reg [31:0] tobeMatched = 0;  
	reg [31:0] tobeMatchedCheck = 0;
	reg [3:0] enteredSequence = 0;
	reg [2:0] levelCheck = 0;  
	reg didyouPressSequence = 0;
	reg youLose = 0; 
	reg youWin = 0;
	reg [2:0] oldDifficulty = 0;
	reg [1:0] rand_FLED2 = 0;
	always@(posedge clock3) begin
		if(idle) begin 
			if(~IO_PB[3] || ~IO_PB[2] || ~IO_PB[1] || ~IO_PB[0])begin
				idle <= 0;
				started <= 1;
			end
		end
		else if(youLose) begin
			started <= 0;
		end
	end
	always@(posedge M_CLOCK) begin
			if(counter == 21000) begin  
				clock <= ~clock;
				counter <=0;
										  end
			else
				counter <= counter + 1;
			if(counter2 == 84000) begin  
				clock2 <= ~clock2;
				counter2 <= 0;
										  end
			else
				counter2 <= counter2 +1;
			if(counter3 == 1800000) begin  
				clock3 <= ~clock3;
				counter3 <= 0;
										  end
			else
				counter3 <= counter3 +1;	
			if(counter4 == 16000000) begin  
				clock4 <= ~clock4;
				counter4 <=0;
										  end
			else
				counter4 <= counter4 + 1;
	end
	always@(posedge clock3) begin
		if(~IO_PB[3] || ~IO_PB[2] || ~IO_PB[1] || ~IO_PB[0])
			clock5 <= 1;
		else
			clock5 <= 0;
	end
	always@(posedge clock4  ) begin  
		if(started) begin
			if(oldDifficulty < difficulty) begin
				numberBlinks = 0;
				sequenceFinished = 0;
				tobeMatched = 0;
				rand_FLED = rand_FLED + 1;
				if(rand_FLED > 3)
					rand_FLED = 0;
			end
			if(numberBlinks < difficulty+1) begin
				oldDifficulty = difficulty;
				rand_FLED = { rand_FLED[0], rand_FLED[1] ^ rand_FLED[0] };
				if(oncounter2 == 0) begin
					F_LED[rand_FLED] = 1;					
					oncounter2 = oncounter2 + 1;
					case(numberBlinks)
						0: tobeMatched[3:0] = F_LED;
						1: tobeMatched[7:4] = F_LED;
						2: tobeMatched[11:8] = F_LED;
						3: tobeMatched[15:12] = F_LED;
						4: tobeMatched[19:16] = F_LED;
						5: tobeMatched[23:20] = F_LED;
						6: tobeMatched[27:24] = F_LED;
						7: tobeMatched[31:28] = F_LED;
					endcase
				end
				else begin
					F_LED = 4'b0000;
					oncounter2 = 0;
					numberBlinks = numberBlinks + 1;
				end
			end
			else begin
				sequenceFinished = 1;
			end
		end
		else if(youLose) begin  
			numberBlinks = 0;
			if(numberBlinks < difficulty+1) begin
					case(numberBlinks)
						0: F_LED = tobeMatched[3:0];
						1: F_LED = tobeMatched[7:4];
						2: F_LED = tobeMatched[11:8];
						3: F_LED = tobeMatched[15:12];
						4: F_LED = tobeMatched[19:16];
						5: F_LED = tobeMatched[23:20];
						6: F_LED = tobeMatched[27:24];
						7: F_LED = tobeMatched[31:28];
					endcase
			end
			else begin
				F_LED = 4'b0000;
				oncounter2 = 0;
				numberBlinks = numberBlinks + 1;
			end
		end
	end
	always@(posedge clock5  ) begin
if(idle)
			IO_LED = 8'b00000000;
	else if(started) begin
		if(sequenceFinished) begin
			if(didyouPressSequence == 0) begin
				if(~IO_PB[0]) begin
					enteredSequence = 4'b1000;
					IO_LED = 8'b10000000;
					didyouPressSequence = 1;
				end
				else if(~IO_PB[1]) begin
					enteredSequence = 4'b0100;
					IO_LED = 8'b01000000;
					didyouPressSequence = 1;
				end
				else if(~IO_PB[2]) begin
					enteredSequence = 4'b0010;
					IO_LED = 8'b00100000;
					didyouPressSequence = 1;
				end
				else if(~IO_PB[3]) begin
					enteredSequence = 4'b0001;
					IO_LED = 8'b00010000;
					didyouPressSequence = 1;
				end
			end
		end
		if(didyouPressSequence == 1)begin
			case(levelCheck)
				0: tobeMatchedCheck = tobeMatched[3:0];
				1: tobeMatchedCheck = tobeMatched[7:4];
				1: tobeMatchedCheck = tobeMatched[7:4];
				2: tobeMatchedCheck = tobeMatched[11:8];
				3: tobeMatchedCheck = tobeMatched[15:12];
				4: tobeMatchedCheck = tobeMatched[19:16];
				5: tobeMatchedCheck = tobeMatched[23:20];
				6: tobeMatchedCheck = tobeMatched[27:24];
				7: tobeMatchedCheck = tobeMatched[31:28];
			endcase
			if(enteredSequence == tobeMatchedCheck) begin
				if(levelCheck == difficulty) begin
					if(difficulty == 3)
						youWin = 1;
					else begin
						difficulty = difficulty + 1;
					end
					levelCheck = 0;
				end
				else
					levelCheck = levelCheck + 1;
				didyouPressSequence = 0;
			end
			else
				youLose = 1;
		end
	end
	end
	always@(posedge clock2  ) begin  
		twentymS = twentymS + 1;
			if(twentymS == 200) begin
				twentymS = 0;
				if(shift) begin
					temp <= letterLeft;
					letterLeft <= letterLMid;
					letterLMid <= letterRMid;
					letterRMid <= letterRight;
					letterRight <= letterOff1;
					letterOff1 <= letterOff2;
					letterOff2 <= letterOff3;
					letterOff3 <= letterOff4;
					letterOff4 <= letterOff5;
					letterOff5 <= letterOff6;
					letterOff6 <= temp;
					end
				if(shift3) begin
					temp <= letterLeft;
					letterLeft <= letterLMid;
					letterLMid <= letterRMid;
					letterRMid <= letterRight;
					letterRight <= letterOff1;
					letterOff1 <= letterOff2;
					letterOff2 <= letterOff3;
					letterOff3 <= letterOff4;
					letterOff4 <= letterOff5;
					letterOff5 <= letterOff6;
					letterOff6 <= temp;
					end
				if(idle && ~shift) begin  
					letterLeft <= 1; 
					letterLMid <= 2; 
					letterRMid <= 3; 
					letterRight <= 4; 
					letterOff1 <= 4; 
					letterOff2 <= 0;  
					letterOff3 <= 1;  
					letterOff4 <= 5;  
					letterOff5 <= 6;  
					letterOff6 <= 7;  
					temp <= 0;
					shift <= 1;
					end
				if(started) begin 
					letterLeft <= 2; 
					letterLMid <= 10; 
					letterRMid <= 11; 
					letterRight <= difficulty + 12;  
					shift <= 0;
				end
				if(youLose && ~shift3) begin
					letterLeft <= 7; 
					letterLMid <= 8; 
					letterRMid <= 9; 
					letterRight <= 0; 
					letterOff1 <= 5; 
					letterOff2 <= 8;  
					letterOff3 <= 4;  
					letterOff4 <= 3;  
					letterOff5 <= 0;  
					letterOff6 <= 0;  
					temp <= 0;
					shift3 <= 1;
				end
				if(youWin) begin
					if(oncounter3 == 0) begin
					letterLeft <= 20; 
					letterLMid <= 8; 
					letterRMid <= 8; 
					letterRight <= 11; 
					oncounter3 <= oncounter3 +1;
					end
					else begin
					letterLeft <= 0;  
					letterLMid <= 21;  
					letterRMid <= 8;  
					letterRight <= 22;  
					oncounter3 <= 0;
					end
				end
			end
	 end
	always@(posedge clock) begin 
		if(oncounter == 3) begin 
			oncounter <= 0;			
			IO_SSEGD <= 4'b1110;			
			case(letterLeft)
				0: IO_SSEG <=  8'b11111111; 
				1: IO_SSEG <=  8'b10001100; 
				2: IO_SSEG <=  8'b10101111; 
				3: IO_SSEG <=  8'b10000110; 
				4: IO_SSEG <=  8'b10010010; 
				5: IO_SSEG <=  8'b11000111; 
				6: IO_SSEG <=  8'b10001000; 
				7: IO_SSEG <=  8'b10010001; 
				8: IO_SSEG <=  8'b11000000; 
				9: IO_SSEG <=  8'b11000001; 
			  10: IO_SSEG <=  8'b10101011; 
			  11: IO_SSEG <=  8'b10100001; 
			  12: IO_SSEG <=  8'b11111001; 
			  13: IO_SSEG <=  8'b10100100; 
			  14: IO_SSEG <=  8'b10110000; 
			  15: IO_SSEG <=  8'b10011001; 
			  16: IO_SSEG <=  8'b10010010; 
			  17: IO_SSEG <=  8'b10000010; 
			  18: IO_SSEG <=  8'b11111000; 
			  19: IO_SSEG <=  8'b10000000; 
			  20: IO_SSEG <=  8'b10010000; 
			  21: IO_SSEG <=  8'b11100001; 
			  22: IO_SSEG <=  8'b10000011; 
				default: IO_SSEG <=  8'b11111111;
			endcase
								 end
		else if(oncounter == 2) begin 
			oncounter <= oncounter + 1;
			IO_SSEGD <= 4'b1101;
			case(letterLMid)
				0: IO_SSEG <=  8'b11111111; 
				1: IO_SSEG <=  8'b10001100; 
				2: IO_SSEG <=  8'b10101111; 
				3: IO_SSEG <=  8'b10000110; 
				4: IO_SSEG <=  8'b10010010; 
				5: IO_SSEG <=  8'b11000111; 
				6: IO_SSEG <=  8'b10001000; 
				7: IO_SSEG <=  8'b10010001; 
				8: IO_SSEG <=  8'b11000000; 
				9: IO_SSEG <=  8'b11000001; 
			  10: IO_SSEG <=  8'b10101011; 
			  11: IO_SSEG <=  8'b10100001; 
			  12: IO_SSEG <=  8'b11111001; 
			  13: IO_SSEG <=  8'b10100100; 
			  14: IO_SSEG <=  8'b10110000; 
			  15: IO_SSEG <=  8'b10011001; 
			  16: IO_SSEG <=  8'b10010010; 
			  17: IO_SSEG <=  8'b10000010; 
			  18: IO_SSEG <=  8'b11111000; 
			  19: IO_SSEG <=  8'b10000000; 
			  20: IO_SSEG <=  8'b10010000; 
			  21: IO_SSEG <=  8'b11100001; 
			  22: IO_SSEG <=  8'b10000011; 
				default: IO_SSEG <=  8'b11111111;
			endcase
										end
		else if(oncounter == 1) begin 
			oncounter <= oncounter + 1;
			IO_SSEGD <= 4'b1011;			
			case(letterRMid)
				0: IO_SSEG <=  8'b11111111; 
				1: IO_SSEG <=  8'b10001100; 
				2: IO_SSEG <=  8'b10101111; 
				3: IO_SSEG <=  8'b10000110; 
				4: IO_SSEG <=  8'b10010010; 
				5: IO_SSEG <=  8'b11000111; 
				6: IO_SSEG <=  8'b10001000; 
				7: IO_SSEG <=  8'b10010001; 
				8: IO_SSEG <=  8'b11000000; 
				9: IO_SSEG <=  8'b11000001; 
			  10: IO_SSEG <=  8'b10101011; 
			  11: IO_SSEG <=  8'b10100001; 
			  12: IO_SSEG <=  8'b11111001; 
			  13: IO_SSEG <=  8'b10100100; 
			  14: IO_SSEG <=  8'b10110000; 
			  15: IO_SSEG <=  8'b10011001; 
			  16: IO_SSEG <=  8'b10010010; 
			  17: IO_SSEG <=  8'b10000010; 
			  18: IO_SSEG <=  8'b11111000; 
			  19: IO_SSEG <=  8'b10000000; 
			  20: IO_SSEG <=  8'b10010000; 
			  21: IO_SSEG <=  8'b11100001; 
			  22: IO_SSEG <=  8'b10000011; 
				default: IO_SSEG <=  8'b11111111;
			endcase
										end
		else if(oncounter == 0) begin 
			oncounter <= oncounter + 1;
			IO_SSEGD <= 4'b0111;			
			case(letterRight)
				0: IO_SSEG <=  8'b11111111; 
				1: IO_SSEG <=  8'b10001100; 
				2: IO_SSEG <=  8'b10101111; 
				3: IO_SSEG <=  8'b10000110; 
				4: IO_SSEG <=  8'b10010010; 
				5: IO_SSEG <=  8'b11000111; 
				6: IO_SSEG <=  8'b10001000; 
				7: IO_SSEG <=  8'b10010001; 
				8: IO_SSEG <=  8'b11000000; 
				9: IO_SSEG <=  8'b11000001; 
			  10: IO_SSEG <=  8'b10101011; 
			  11: IO_SSEG <=  8'b10100001; 
			  12: IO_SSEG <=  8'b11111001; 
			  13: IO_SSEG <=  8'b10100100; 
			  14: IO_SSEG <=  8'b10110000; 
			  15: IO_SSEG <=  8'b10011001; 
			  16: IO_SSEG <=  8'b10010010; 
			  17: IO_SSEG <=  8'b10000010; 
			  18: IO_SSEG <=  8'b11111000; 
			  19: IO_SSEG <=  8'b10000000; 
			  20: IO_SSEG <=  8'b10010000; 
			  21: IO_SSEG <=  8'b11100001; 
			  22: IO_SSEG <=  8'b10000011; 
				default: IO_SSEG <=  8'b11111111;
			endcase
										end
										end
endmodule
[/design/flow/run.sh]
#!/bin/bash
# OpenROAD 26Q1-2900-gdf79404cd8, Yosys 0.63+post, stock flow scripts
make -C /OpenROAD-flow-scripts/flow DESIGN_CONFIG=/design/flow/config.mk WORK_HOME=/design/flow/orfs finish
[/design/flow/config.mk]
export PLATFORM = sky130hd
export DESIGN_NAME = ioTest
export DESIGN_NICKNAME = ioTest
export VERILOG_FILES = /design/flow/design.v
export SDC_FILE = /design/flow/constraint.sdc
export NUM_CORES = 4
export LEC_CHECK = 1
export CORE_UTILIZATION = 50
[/design/flow/constraint.sdc]
current_design ioTest

set clk_period 5.2
set clk_io_pct 0.2

create_clock -name clk0 -period $clk_period [get_ports {M_CLOCK}]

set non_clock_inputs [all_inputs -no_clocks]
set_input_delay [expr $clk_period * $clk_io_pct] -clock clk0 $non_clock_inputs
set_output_delay [expr $clk_period * $clk_io_pct] -clock clk0 [all_outputs]
==> flow_summary_export.csv <==
group,metric,value,unit
place,placed_area,12560,sq um
logic_synthesis,yosys.cell_types.count,74,
floorplan,die_h,157.2,microns
clock_network,cts.htree.levels,3,
final_timing,relSlewSlack,37.26,%
final_timing,slew_viol_final,0,
place,portBuffers,23,
hold_path,hold_start,"counter2[0]",
clock_network,clkLatencyLatePin,0.33,ns
logic_synthesis,synthArstFlopShare,0,%
logic_synthesis,edf_count,124,
cells_and_area,fill_cells,2137,
critical_path,critical-path-slowest-cell,"nor3_1",
critical_path,crit_fanout,8,
clock_network,cts-resized-gates,0,
power,ir_drop,0.0002470,V
logic_synthesis,ys_warn_count,1,
critical_path,cp-end-kind,"flip-flop",
clock_network,cts_buffers,9,
floorplan,ios,30,
place,dp_hpwl,15.85,mm
critical_path,crit_type,"flip-flop to flip-flop",
final_timing,tightest_slew,0.9339,ns
cells_and_area,fin_cells,1521,
clock_network,postCtsHoldBufs,0,
final_timing,unclocked_regs,147,
final_timing,untimed_endpoints,283,
final_timing,grt_setup_unrepaired,"false",
logic_synthesis,yosysChipArea,12040,sq um
logic_synthesis,syn_area,12040,sq um
place,dp_cells,1505,
route,routed_wl,21.99,mm
logic_synthesis,yosysTopAreaCellShare,30.93,%
logic_synthesis,ff_type,"edfxtp_1",
final_timing,clock_skew,0.007526,ns
critical_path,critical_path_arrival,2.16,ns
critical_path,path_depth,6,
power,power_density,101.1,nW/um^2
hold_path,min_path_type,"flip-flop to flip-flop",
logic_synthesis,topCellsByArea,"edfxtp_1, dfxtp_1, ha_1",
route,dr.pass1.iters,5,
logic_synthesis,top_area_cell,"edfxtp_1",
route,wl_per_cell,14.46,microns
grt,grt_pass1_wl,36.99,mm
logic_synthesis,ys_cells,1198,
clock_network,postCtsSetupRepairBufs,0,
route,num_vias,8247,
floorplan,chip_area,24700,sq um
cells_and_area,drive_above_1_share,4.077,%
final_timing,post-route-min-period,2.119,ns
final_timing,setup_violations,0,
critical_path,crit_buf_inv,2,
route,route.detailed.drc,0,
logic_synthesis,yosysMostFrequentCell,"nor2_1",
power,finalPower,1.302,mW
clock_network,clk_pin_slew,0.06,ns
critical_path,r2r_slack,3.08,ns
critical_path,start_kind,"flip-flop",
final_timing,period_used_share,40.74,%
cells_and_area,logic_area,5782,sq um
flow_run,maxCapViolations,0,
floorplan,num_rows,56,
critical_path,crit_start,"counter3[0]",
cells_and_area,flop_area,5806,sq um
grt,grt_max_degree,67,
grt,grt_overflow,0,
logic_synthesis,syn_avg_cell_area,10.05,sq um
power,p_leak,4.845,nW
critical_path,regToRegEndpoint,"clock3",
grt,antenna_found_initial,0,
critical_path,rr_startpoint,"counter3[0]",
clock_network,root_buffer,"clkbuf_16",
clock_network,cts_tree,"built",
critical_path,slowest_delay,0.76,ns
final_timing,setup-tns-final,0,ns
hold_path,hold_depth,1,
final_timing,hold_viol_final,0,
critical_path,cp.required,5.25,ns
floorplan,coreArea,23540,sq um
route,ant_nets,0,
hold_path,min_to,"counter2[0]",
grt,grt_pass1_vias,7616,
clock_network,clockBufferDepth,2,
floorplan,fp_util,51.14,%
cells_and_area,stdcell_area,12880,sq um
floorplan,die_x,157.2,microns
logic_synthesis,ys.flops,228,
logic_synthesis,yosys.stat.seqShare,48.22,%
flow_run,openroad.warnings,63,
logic_synthesis,common_cells,"nor2_1, edfxtp_1, dfxtp_1",
critical_path,reg2regPathDepth,6,
grt,grtUsageTotal,19.37,%
route,drtIter0Drc,601,
route,detail_route.antenna_diodes,0,
critical_path,path_delay_family,"simple AND/OR/NAND/NOR gates",
critical_path,path_cells,"inv_1 > ha_1 > and4b_1 > nand3_1 > nor3_1 > buf_4",
cells_and_area,area_growth_syn_to_layout,6.964,%
place,place_congestion,0.8610,
status,status,"finished clean",
logic_synthesis,synthCells,1198,
final_timing,fmax,472.0,MHz
route,detail_route.vias_per_cell,5.422,
[metal layers]
metal,global-route usage (%),routed length [microns]
met1,34.51,11600
met2,28.04,9612
met3,2.243,608
met4,1.664,177
met5,0,0
[registers in the layout, indices dropped and copies added, names as in the netlist, 5 cells and up]
| register | flops |
|---|---|
| counter3 | 21 |
| letterRMid | 5 |
| difficulty | 5 |
| letterLMid | 5 |
| counter2 | 17 |
| letterLeft | 5 |
| tobeMatched | 32 |
| letterRight | 5 |
| counter | 15 |
| twentymS | 15 |
| counter4 | 24 |
| IO_SSEG | 7 |
[cells in the final DEF, fill, tap and decap left out, types with 4 or more instances in the layout]
master	netlist	layout
nand2b_1	17	17
a22o_1	4	4
a21boi_0	5	4
edfxtp_1	124	124
ha_1	63	63
o21ai_0	36	36
o21a_1	5	5
nor2_1	128	128
mux2_2	6	6
a22oi_1	6	6
a32o_1	5	5
nor3_1	25	25
inv_1	64	64
nor4_1	10	9
o211ai_1	11	11
nand4_1	18	18
o22ai_1	8	8
nor2b_1	21	20
mux2i_1	47	47
a211oi_1	9	9
clkbuf_16	0	9
and4_1	7	7
xnor2_1	55	55
or3_1	8	8
clkdlybuf4s50_1	0	23
a31oi_1	7	7
a21oi_1	34	34
dfxtp_1	104	104
buf_4	7	13
and3_1	33	33
nand3_1	58	58
nor4b_1	9	9
xor2_1	44	44
and2_1	13	13
o31ai_1	7	7
conb_1	2	9
nand2_1	100	100
[where the power goes]
| group | internal (mW) | switching (mW) |
|---|---|---|
| Sequential | 0.625 | 0 |
| Combinational | 0.00413 | 0.00397 |
| Clock | 0.422 | 0.247 |
[cells by family after synthesis]
logic type / count (synthesis) / synth area share, %
AOI/OAI and AO/OA: 165 / 9.551
adders and majority gates: 63 / 6.548
other: 2 / 0.06238
muxes: 53 / 4.469
xor gates and xnor gates: 99 / 7.202
buffers and inverters: 120 / 4.074
DFF: 228 / 48.22
and+or+nand+nor: 468 / 19.87
[per-stage QoR]
stage	hold slack, ns	utilization, %	worst slack [ns]
finish	0.4649	54.70	3.081
global route	0.4910	54.70	2.917
CTS	0.4692	54.70	3.075
detailed placement	0.4547	53.34	3.107
global placement	0.4486	53.34	3.138
floorplan	0.4300	-	3.348
[final cells by class]
cell class	instances	share of cell area (%)
Clock buffer	10	1.778
Tap cell	319	3.099
Multi-Input combinational cell	857	44.90
Timing Repair Buffer	36	2.546
Sequential cell	228	45.08
Inverter	65	1.895
Clock inverter	6	0.6996
[how the worst max path moves through the flow]
stage	endpoint	slack [ns]
CTS	clock3	3.08
global route	clock3	2.92
finish	clock3	3.08
Power and IR drop assume default switching activity.
